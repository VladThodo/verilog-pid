<file path="design/flow/config.mk">
export PLATFORM = sky130hd
export DESIGN_NAME = memory
export DESIGN_NICKNAME = memory
export VERILOG_FILES = /design/flow/design.v
export SDC_FILE = /design/flow/constraint.sdc
export NUM_CORES = 4
export LEC_CHECK = 1
export CORE_UTILIZATION = 50
</file>
<file path="design/flow/constraint.sdc">
current_design memory

set clk_period 3.0
set clk_io_pct 0.2

create_clock -name clk0 -period $clk_period [get_ports {clk_in}]

set non_clock_inputs [all_inputs -no_clocks]
set_input_delay [expr $clk_period * $clk_io_pct] -clock clk0 $non_clock_inputs
set_output_delay [expr $clk_period * $clk_io_pct] -clock clk0 [all_outputs]
</file>
<file path="design/flow/design.v">
module memory(
    input clk_in,
    input reset,
    input write_enable,
    input sens_data_rdy_i,
    input [7:0] w_addr,
    input [7:0] r_addr,
    input [15:0] w_data,
    input [15:0] sens_data_i,
    output reg[15:0] r_data_o,
    output wire [15:0] p,
    output wire [15:0] i,
    output wire [15:0] d,
    output wire [15:0] s,
    output wire [15:0] sp,
    output wire [15:0] offset_o,
    output wire [15:0] int_up_o,
    output wire [15:0] int_low_o,
    input wire [15:0] pid_o_i,
    input wire [15:0] integral_i,
    input wire [15:0] err_i,
    input wire [15:0] deriv_i,
    input wire [15:0] pwm_o_i);
    reg[15:0] mem [15:0];
    always @(posedge clk_in) begin
        mem[14] <= pid_o_i;
        mem[15] <= pwm_o_i;
        mem[12] <= deriv_i;
        mem[11] <= integral_i;
        mem[10] <= err_i;
        if (sens_data_rdy_i) begin
            mem[13] <= sens_data_i;
        end
        if (write_enable)  
            case (w_addr)        
                default: mem[w_addr] <= w_data;
                14: ;      
                15: ;      
                13:   ;      
            endcase
    end
    always @(posedge clk_in) begin
        r_data_o <= mem[r_addr];
    end
    assign p = mem[0];  
    assign i = mem[1];  
    assign d = mem[2];  
    assign s = mem[13];  
    assign sp = mem[3];  
    assign offset_o = mem[4];  
    assign int_up_o = mem[5];  
    assign int_low_o = mem[6];  
endmodule
</file>
<file path="design/flow/run.sh">
#!/bin/bash
# OpenROAD 26Q1-2900-gdf79404cd8, Yosys 0.63+post, stock flow scripts
make -C /OpenROAD-flow-scripts/flow DESIGN_CONFIG=/design/flow/config.mk WORK_HOME=/design/flow/orfs finish
</file>
==> Changelog: implementation <==
### Physical design

- Outcome: finished, final reports clean
- Slew of the pin with the lowest slew margin: 0.654 ns
- Core area: 0.0204 mm^2
- DIE AREA: about 0.021 mm^2
- Longest Clk Path Bufs: 3
- Synth Cell Area: 0.0104 mm^2
- Dominant cell type by area after synthesis: edfxtp_1
- DRC errors left: 0
- Clk pwr share: 41.2%
- Max-cap violations: 0
- Skew final: 0.00760 ns
- Dpl cells: 1,079
- TritonCTS clock tree: built
- Post-synth ARST share: 0%
- CP Launch Type: input port
- Tool warnings: 31
- Unrepaired setup endpoints after global routing: no
- Crit-path max FO: 8
- Sequential power share: between 40 and 50%
- Leakage: 5.05 nW
- Latency at later pin: 0.52 ns
- Chip Area, Yosys: 0.0104 mm^2
- Initial antenna violation count: 0
- CTS Buf Count: 27
- Hold Fails Final Rpt: 0
- Max Clock Freq: 0.475 GHz
- Critical path endpoint category: register
- Max rail drop VDD: 455 uV
- Post-synth EDFFs: 176
- Pre-antenna DRT Iters: 4
- Grt ovf: 0
- Resize count post-CTS: 0
- DR vias/cell: around 5.5
- Global Route Usage Sum: 27.6%
- Die height: 146 um
- Post-CTS Setup Bufs: 0
- Post-synth area hogs: edfxtp_1, dfxtp_1, mux4_2
- Yosys reg bits: ~270
- Fp_density: 51.2%
- Most frequent cell after synthesis: edfxtp_1
- Total wire length: 26,200 um
- # setup viols final: 0
- Mean routed wirelength per cell: 23.3 um
- Post-DP HPWL: 17,900 um
- Vias in the first global route: 6,607
- Hold Crit Class: register to register
- Max-area cell share: between 50% and 60%
- Fin crit period: 2.10 ns
- Largest net degree at the start of global routing: 33
- Slew headroom: between 50% and 60%
- Net switching power: 1.66 mW
- Cell Type Count: 25
- Worst-path clk slew: 0.06 ns
- Top-Level Pins: approximately 280
- Area Overhead vs Synth: 39.3%
- Top FF cell, synth: edfxtp_1
- DR iter-0 viols: 238
- Post-synth seq share: 69.1%
- Most frequent cells after synthesis: edfxtp_1, dfxtp_1, mux2_2, mux4_2, a22oi_1
- Routed Antenna Nets: 0
- Logic pwr share: slightly above 9%
- IO buf count: ~270
- Ys cells: 538
- Sw Ratio: 19.7%
- Int Pwr: about 6.8 mW
- Fraction of layout cells with a size suffix above 1: 29.4%
- First-pass GRT wire length: 39,300 um
- Mean Syn Cell Area: around 19 um^2
- Gp weighted congestion: between 0.8 and 0.9
- # H-tree levels: 1
- Post-Syn Instances: 538
- Yosys warning tally: 1
- Core Rows: 52
- Total negative setup slack: 0 ns
- Chip width: between 100 and 150 um
- Vias: 6,174
- Pwr dens: 581 mW/mm^2
- Slew Limit Fails: 0
- CTS sink count: 272
- Antenna diode count: 0
- Clock Tree Root: clkbuf_16
- Final period utilization: 70.2%
- Worst Path Arrival: 2.37 ns
- Post-route insts no fill: 1,128
- Worst Setup Path Type: input port to register
- CTS Hold Bufs: 0
- Fillers: 1,234
- Req. time, crit path: 3.27 ns
## worst max-delay path, cell delays in order
cell and delay (ns):
clkdlybuf4s50_1 0.47, nand2b_1 0.29, a211oi_4 0.41, buf_4 0.28
mux2_4 0.31
## routing by layer
layer  part of all wire [%]  GRT usage [%]  wire length, um  vias to the layer above
li1                       -              -                -                     2758
met1                     37           41.0             9810                     3040
met2                     47           40.8            12400                      350
met3                     14           15.4             3710                       24
met4                    1.2           2.81              313                        2
met5                   0.21           2.05               54                        -
## flip-flops by register name (all words and copies together), names as in the netlist
register	flops
r_data_o	16
mem	256
## stage by stage
step	hold slack [ns]	cell area (um^2)	utilization, %	setup slack (ns)	total power [mW]
after global routing	0.675	14500	71.4	0.805	8.72
after CTS	0.668	14500	71.4	0.882	8.50
after detailed placement	0.662	13600	66.7	0.332	5.05
final	0.670	14500	71.4	0.895	8.45
after floorplan	0.620	10400	-	0.798	4.56
after global placement	0.657	13600	66.7	0.360	5.04
## power groups by stage
stage         combinational [mW]  clock (mW)  sequential (mW)
finish                     0.771        3.48             4.20
CTS                        0.778        3.52             4.20
global route               0.830        3.67             4.21
## cell type report
type / instances / area, um^2 / share of cell area (%)
multi-input cells: 238 / 3100 / 21.3
repair buffers: 299 / 2940 / 20.2
flip-flops and latches: 272 / 7210 / 49.6
clock inverters: 7 / 113 / 0.775
well taps: 270 / 338 / 2.32
clock buffers: 42 / 833 / 5.73
## layout by cell type (no fill, tap or decap), types with 2 or more instances in the layout
cell type / synthesis / final
nand2b_1: 2 / 2
mux2_2: 87 / 87
a211oi_4: 3 / 3
nand3b_1: 2 / 2
buf_12: 0 / 2
nor2b_1: 2 / 2
edfxtp_1: 176 / 176
mux4_2: 64 / 64
bufinv_16: 0 / 3
a22oi_1: 32 / 32
buf_4: 2 / 29
nor2_2: 1 / 13
clkbuf_8: 0 / 8
clkbuf_16: 0 / 28
clkdlybuf4s50_1: 0 / 268
mux2_4: 9 / 9
nand2_1: 17 / 17
clkinv_2: 0 / 2
clkbuf_1: 12 / 6
dfxtp_1: 96 / 96
## kinds of logic (layout without fill, tap and decap cells)
family / Yosys count / in the layout / share of synthesized area (%)
buffers and inverters: 28 / 348 / 1.50
muxes: 160 / 160 / 24.5
and+or+nand+nor: 43 / 43 / 2.04
AOI/OAI and AO/OA: 35 / 35 / 2.88
DFF: 272 / 272 / 69.1
## path summary, 6_finish.rpt
kind | startpoint | end | slack [ns] | cells after the start
max | w_addr[1] | mem[13][5] | 0.90 | 5
min | mem[10][11] | r_data_o[11] | 0.67 | 3
max reg2reg | mem[13][2] | r_data_o[2] | 1.55 | 3
min reg2reg | mem[10][11] | r_data_o[11] | 0.67 | 3
No activity file was given, so power comes from the tool's default toggle rates.
