==> design.v <==
`timescale 1ns / 1ps
module receiver(
    input rx_data,
    input clk_in,
    input clk_en,
    input reset,
    output reg [7:0] data,
    output reg data_rdy);
    reg [1:0] state = 1'b0;
    reg [7:0] clk_cnt;
    reg [3:0] init_cnt;
    parameter idle = 0, start = 1, receiving = 2, ready = 3;
    always @(state) begin
        case (state)
            idle:
                data_rdy <= 0;
            start:
                data_rdy <= 0;
            receiving:
                data_rdy <= 0;
            ready:
                data_rdy <= 1'b1;
            default:
                data_rdy <= 0;
        endcase
    end
    always @(posedge clk_in or posedge reset) begin
        if (reset)
            state = idle;
        else
            if (clk_en) begin
                case (state)
                    idle: begin
                        clk_cnt <= 8'b0;
                        init_cnt <= 4'b0;               
                        if (rx_data == 1'b0)
                            state = start;
                    end               
                start: begin                
                    init_cnt = init_cnt + 1'b1;                   
                    if (init_cnt >= 8)
                        state = receiving;                       
                    end              
                receiving: begin                
                    clk_cnt = clk_cnt + 1'b1;                   
                    if (clk_cnt >= 143)
                        state = ready;
                    else if (clk_cnt % 16 == 0)
                        data = (data >> 1) | (rx_data << 7);                   
                    end                 
                ready: begin              
                    clk_cnt = clk_cnt + 1'b1;                  
                    if (clk_cnt >= 144) 
                        state = idle;                 
                    end     
                endcase
        end
    end
endmodule
module edge_detector(
    input clk_in,
    input signal_in,
    output wire sig_pulse);
    reg signal_delay;
    always @(posedge clk_in) begin
        signal_delay <= signal_in;    
    end
    assign sig_pulse = signal_in && ~signal_delay;
endmodule
module sens_receiver(
    input sens_in_i,     
    input clk_in_i,        
    input clk_en_i,        
    input reset_i,
    output reg [15:0] sens_data_o,  
    output reg sens_write_data_o = 0    
);
    wire data_rdy;   
    wire sens_ser_line = ~sens_in_i;  
    wire [7:0] sens_data;
    wire rdy_pulse;
    reg [3:0] state = 0;  
    reg [3:0] next_state = 0;
    parameter idle = 0,
              start = 1,
              first_byte = 2,
              second_byte = 3,
              third_byte = 4;
    receiver rec1(.clk_in(clk_in_i), 
                  .clk_en(clk_en_i), 
                  .data_rdy(data_rdy), 
                  .rx_data(sens_ser_line), 
                  .data(sens_data), 
                  .reset(reset_i));
    edge_detector detector(.clk_in(clk_in_i), 
                           .signal_in(data_rdy), 
                           .sig_pulse(rdy_pulse));
    always @(state) begin
        case (state)
            idle: sens_write_data_o <= 0;
            third_byte: begin
                sens_write_data_o = 1;
            end
            second_byte: sens_write_data_o <= 0;
            first_byte: sens_write_data_o <= 0;
            default: ;
        endcase
    end
    always @(posedge clk_in_i) begin
        if (reset_i == 1) state <= idle;
        else begin
            if(rdy_pulse) begin        
                if (sens_data == 82 & state == idle) begin   
                    next_state <= start;
                end else if (state == start) begin
                    next_state <= first_byte;
                end else if (state == first_byte) begin
                    sens_data_o[15:0] <= (sens_data - 48) * 10;     
                    next_state <= second_byte;
                end else if (state == second_byte) begin
                    sens_data_o <= sens_data_o + (sens_data - 48);    
                    next_state <= third_byte;
                end else if (state == third_byte) begin
                    if (sens_data == 13) next_state <= idle;                
                end
            end
        end
        state <= next_state;
    end
endmodule
==> run.sh <==
#!/bin/bash
# OpenROAD 26Q1-2900-gdf79404cd8, Yosys 0.63+post, stock flow scripts
make -C /OpenROAD-flow-scripts/flow DESIGN_CONFIG=/design/flow/config.mk WORK_HOME=/design/flow/orfs finish
==> config.mk <==
export PLATFORM = sky130hd
export DESIGN_NAME = sens_receiver
export DESIGN_NICKNAME = sens_receiver
export VERILOG_FILES = /design/flow/design.v
export SDC_FILE = /design/flow/constraint.sdc
export NUM_CORES = 4
export LEC_CHECK = 1
export CORE_UTILIZATION = 40
==> constraint.sdc <==
current_design sens_receiver

set clk_period 7.0
set clk_io_pct 0.2

create_clock -name clk0 -period $clk_period [get_ports {clk_in_i}]

set non_clock_inputs [all_inputs -no_clocks]
set_input_delay [expr $clk_period * $clk_io_pct] -clock clk0 $non_clock_inputs
set_output_delay [expr $clk_period * $clk_io_pct] -clock clk0 [all_outputs]
==> run summary <==
Reports from this run.

- The data required time of the critical path reads ~7 ns.
- The tally of unique sky130hd cells used after synthesis reads 53.
- The synthesized netlist devotes between 15 and 20% of its cell area to adder and majority cells.
- The net load switching power reads 0.000306 W.
- The area of the core is a little under 8000 sq um.
- 2 endpoints have no timing constraint.
- Clock tree synthesis selected as its root buffer the cell sky130_fd_sc_hd__clkbuf_8.
- The number of cells traversed by the worst register-to-register path reads 11.
- After synthesis, the most frequently instantiated cells are 43 x sky130_fd_sc_hd__ha_1, 39 x sky130_fd_sc_hd__edfxtp_1, 36 x sky130_fd_sc_hd__nor2_1.
- The final tally of setup violations is 0.
- The worst path uses 45.0% of the clock period.
- The via count is 2407.
- The time the worst path needs with I/O delays and setup is 3.15 ns.
- The multiplexer fraction of the synthesized cell area reads under 10%.
- The power density over cell area is roughly 230 nW/um^2.
- Summing every instance area after synthesis gives 3330 sq um.
- Detailed placement ended at an HPWL of 4730 um.
- The maximum number of pins on one net before global-route repair reads 21.
- The number of buffers added on ports is 20.
- In the final layout, the share of cells above drive strength 1 is 6.48%.
- Setup repair after global routing left no endpoint under its margin.
- The initial antenna violation count is 0.
- The slew check shows that the tightest pin keeps a relative margin of between 40% and 50%.
- The count of maximum capacitance violations is 0.
- The worst hold path class is register to register.
- The largest fanout of any net on the critical path is 5.
- The cell area after layout is 3740 sq um.
- Warnings reported by Yosys during synthesis add up to 3.
- Per the TritonCTS log, the buffer count is 5.
- The initial DRC count reads 92.
- The placed instance area is around 3600 sq um.
- The most frequent cell on the critical path reads sky130_fd_sc_hd__ha_1.
- The share of the synthesized netlist area taken by xor and xnor gates reads 8.16%.
- The CTS tree is done.
- The setup skew after layout is 0.00983 ns.
- The maximum cell stage delay along the critical path reads 0.46 ns.
- The die height reads approximately 93 um.
- The via count of the first global-routing pass was 2276.
- The remaining antenna violation count after routing is 0.
- The final weighted congestion of routability-driven global placement reads 0.823.
- The later pin in the worst-skew pair is clocked with a latency of ~0.31 ns.
- The starting density of the core is 42.2%.
- The timing report shows that the slowest cell on the worst path is sky130_fd_sc_hd__edfxtp_1.
- Counting the fill cells in the layout gives 704.
- The arrival time reported for the critical path endpoint is 3.18 ns.
- The simple-gate share of the synthesized area reads 14.0%.
- The total leakage power is 1.49 nW.
- The cell type with the highest aggregate area in the netlist is sky130_fd_sc_hd__edfxtp_1.
- The count of final hold-check violations is 0.
- The number of resized instances in the post-cts repair step is 0.
- Traced cell by cell, the critical path runs through inv_1 > ha_1 > ha_1 > ha_1 > o21ai_0 > nor2_1 > o21a_1 > o41a_1 > or2_2 > a21oi_1 > a21oi_1.
- The iteration count recorded for the first detailed-route pass is 4.
- The area of the synthesized netlist per yosys stat is 3330 sq um.
- The synth_stat.txt file lists the number of cells as 331.
- Each instance of the synthesized netlist takes up on average between 10 and 15 sq um.
- The main kind of combinational logic by area reads adder cells.
- In the post-synthesis netlist, the cell with the most instances is sky130_fd_sc_hd__ha_1.
- The number of flops mapped to enable cells by yosys reads 39.
- The flow ran to the end, and the final reports show no timing, DRC or antenna violations.
- The worst setup path is of the register to register kind.
- The first-pass GRT wire length reads 10700 um.
- The width of the chip is 93.2 um.
- The accumulated negative setup slack is 0 ns.
- Yosys reported a register bit count of around 46.
- The power report attributes to the clock group a share of 19.8%.
- The main flop type is sky130_fd_sc_hd__edfxtp_1.
- The antenna cell count is 0.
- The final worst hold slack reads 0.348 ns.
- The highest ir drop seen on vdd is 0.123 mV.
- The worst setup path is launched from a register.
- The main area contributors are sky130_fd_sc_hd__edfxtp_1 35%, sky130_fd_sc_hd__ha_1 16%, sky130_fd_sc_hd__xnor2_1 5.0%, sky130_fd_sc_hd__a21oi_1 4.1%, sky130_fd_sc_hd__nor2_1 4.1%.
- The gate count after technology mapping reads roughly 330.
- The number of I/O pins is 21.
- Along the worst hold path, the cell count comes to 0.
- The post-detailed-route via-to-cell ratio reads 5.27.
- The total wire length is 6330 um.
- The average wire per standard cell reads around 14 um.
- The proportion of synthesized flip-flops having asynchronous set or reset reads roughly 4.3%.
- The slew at the pin with the worst max-slew slack reads 0.870 ns.
- The maximum root-to-sink buffer count reads 2.
- The count of H-tree levels built during CTS is 2.
- The area share of the largest cell type after synthesis is between 30% and 40%.
- After floorplanning, the die was sized to cover between 8000 and 9000 sq um.
- The top achievable clock speed reads ~320 MHz.
- The part of the power in registers is between 40 and 50%.
- The number of buffers inserted to repair setup after CTS reads 0.
- The count of unclocked register or latch pins came to 1.
- The total power consumption of the routed design reads 0.000862 W.
- Internal power comes to approximately 0.00056 W.
- The switching fraction of total power reads about 35%.
- The global routing usage summed across all routing layers is 16.0%.
- The overall overflow remaining after global route is 0.
- The logs give a warning total of 34.
- The layout-stage area growth over the synthesis result reads 12.6%.
- The number of core rows is 32.
- The endpoint kind of the worst setup timing path is a register.
- The cell-mix breakdown from Yosys lists the compound-gate area share as 16.2%.
- The power share of the combinational group is a little over a third.
- After clock tree synthesis, the clock-pin slew on the worst setup and hold paths is 0.10 ns.
- The hold-fix buffer count after cts is 0.
- The DRC violations left reads 0.
- The number of pins with negative max-slew slack in the final report is 0.
## final cells by class
cell class	count	area [sq um]	share of cell area (%)
sequential	46	1320	35.2
tap	102	128	3.41
multi-input combinational	259	1910	51.0
timing repair buffer	24	230	6.15
clock inverter	3	25.0	0.668
inverter	18	67.6	1.80
clock buffer	5	68.8	1.84
## critical path: cells and delay by family (launching register included)
family          cells  cell delay (ns)
fa+ha+maj           3             0.94
flops               1             0.46
simple gates        2             0.34
buf+inv             1             0.17
compound gates      5             0.96
## power by group through the flow
| stage | clock network (W) | logic [W] | registers (W) |
|---|---|---|---|
| after CTS | 0.000177 | 0.000314 | 0.000379 |
| after global routing | 0.000187 | 0.000356 | 0.000385 |
| final | 0.000171 | 0.000312 | 0.000379 |
## state kept, by name, indices dropped and copies added, names as in the netlist
| name | cells |
|---|---|
| state | 3 |
| sens_data_o | 16 |
| detector.signal_delay | 1 |
| rec1.init_cnt | 4 |
| sens_write_data_o | 1 |
| next_state | 3 |
| rec1.data | 8 |
| rec1.state | 2 |
| rec1.clk_cnt | 8 |
## stage by stage
step / setup slack, ns / util (%) / std cells
finish: 3.85 / 47.5 / 457
global route: 3.70 / 47.5 / 457
CTS: 3.85 / 47.5 / 457
detailed placement: 3.89 / 46.3 / 449
global placement: 3.97 / 46.3 / 449
floorplan: 4.06 / - / 331
## cells by family after synthesis
group	after synthesis
compound gates	81
xor+xnor	31
fa+ha+maj	45
buf+inv	26
flops	45
latches	1
mux	5
simple gates	97
## final timing paths
| path | startpoint | endpoint | slack [ns] |
|---|---|---|---|
| max | rec1.data[4] | sens_data_o[11] | 3.85 |
| min | next_state[2] | state[2] | 0.35 |
| max reg2reg | rec1.data[4] | sens_data_o[11] | 3.85 |
| min reg2reg | next_state[2] | state[2] | 0.35 |
| max in group asynchronous | reset_i | rec1.state[0] | 5.59 |
| min in group asynchronous | reset_i | rec1.state[1] | 1.28 |
## cell usage in the layout, fill, tap and decap left out, types with 3 or more instances in the layout
cell / instances
sky130_fd_sc_hd__a211oi_1: 4
sky130_fd_sc_hd__a21o_1: 5
sky130_fd_sc_hd__a21oi_1: 27
sky130_fd_sc_hd__a31oi_1: 3
sky130_fd_sc_hd__and2_1: 6
sky130_fd_sc_hd__and3_1: 3
sky130_fd_sc_hd__buf_4: 4
sky130_fd_sc_hd__clkbuf_8: 5
sky130_fd_sc_hd__clkdlybuf4s50_1: 20
sky130_fd_sc_hd__dfxtp_1: 4
sky130_fd_sc_hd__edfxtp_1: 39
sky130_fd_sc_hd__ha_1: 43
sky130_fd_sc_hd__inv_1: 18
sky130_fd_sc_hd__mux2i_1: 3
sky130_fd_sc_hd__nand2_1: 18
sky130_fd_sc_hd__nand2b_1: 6
sky130_fd_sc_hd__nand3_1: 11
sky130_fd_sc_hd__nand4_1: 3
sky130_fd_sc_hd__nor2_1: 36
sky130_fd_sc_hd__nor2b_1: 3
sky130_fd_sc_hd__o211ai_1: 4
sky130_fd_sc_hd__o21ai_0: 15
sky130_fd_sc_hd__o21bai_1: 5
sky130_fd_sc_hd__xnor2_1: 19
sky130_fd_sc_hd__xor2_1: 12
## per-layer routing
metal | global-route usage, % | up-vias | wire [um]
li1 | - | 1243 | -
met1 | 27.5 | 1134 | 3470
met2 | 23.2 | 25 | 2670
met3 | 2.15 | 5 | 134
met4 | 1.67 | 0 | 57
met5 | 0 | - | 0
Power and IR drop assume default switching activity.
