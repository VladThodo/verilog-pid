--- design/flow/run.sh ---
#!/bin/bash
# OpenROAD 26Q1-2900-gdf79404cd8, Yosys 0.63+post, stock flow scripts
make -C /OpenROAD-flow-scripts/flow DESIGN_CONFIG=/design/flow/config.mk WORK_HOME=/design/flow/orfs finish
--- design/flow/config.mk ---
export PLATFORM = sky130hd
export DESIGN_NAME = UART
export DESIGN_NICKNAME = UART
export VERILOG_FILES = /design/flow/design.v
export SDC_FILE = /design/flow/constraint.sdc
export NUM_CORES = 4
export LEC_CHECK = 1
export CORE_UTILIZATION = 30
--- design/flow/constraint.sdc ---
current_design UART

set clk_period 3.9
set clk_io_pct 0.2

create_clock -name clk0 -period $clk_period [get_ports {clk_in}]

set non_clock_inputs [all_inputs -no_clocks]
set_input_delay [expr $clk_period * $clk_io_pct] -clock clk0 $non_clock_inputs
set_output_delay [expr $clk_period * $clk_io_pct] -clock clk0 [all_outputs]
--- design/flow/design.v ---
`timescale 1ns / 1ps
module UART(
    input clk_in,
    input clk_en, 
    input rx_data,
    input reset,
    input send,
    input [7:0] send_data,
    output data_rdy,
    output busy_o,
    output tx_data,
    output wire [7:0] data);
receiver rec1(.clk_in(clk_in), .clk_en(clk_en), .data_rdy(data_rdy), .rx_data(rx_data), .data(data), .reset(reset));
transmitter tran1(.clk_in(clk_in), .clk_en(clk_en), .send(send), .reset(reset), .send_data(send_data), .busy_o(busy_o), .tx_data(tx_data));
endmodule
`timescale 1ns / 1ps
module receiver(
    input rx_data,
    input clk_in,
    input clk_en,
    input reset,
    output reg [7:0] data,
    output reg data_rdy);
    reg [1:0] state = 1'b0;
    reg [7:0] clk_cnt;
    reg [3:0] init_cnt;
    parameter idle = 0, start = 1, receiving = 2, ready = 3;
    always @(state) begin
        case (state)
            idle:
                data_rdy <= 0;
            start:
                data_rdy <= 0;
            receiving:
                data_rdy <= 0;
            ready:
                data_rdy <= 1'b1;
            default:
                data_rdy <= 0;
        endcase
    end
    always @(posedge clk_in or posedge reset) begin
        if (reset)
            state = idle;
        else
            if (clk_en) begin
                case (state)
                    idle: begin
                        clk_cnt <= 8'b0;
                        init_cnt <= 4'b0;               
                        if (rx_data == 1'b0)
                            state = start;
                    end               
                start: begin                
                    init_cnt = init_cnt + 1'b1;                   
                    if (init_cnt >= 8)
                        state = receiving;                       
                    end              
                receiving: begin                
                    clk_cnt = clk_cnt + 1'b1;                   
                    if (clk_cnt >= 143)
                        state = ready;
                    else if (clk_cnt % 16 == 0)
                        data = (data >> 1) | (rx_data << 7);                   
                    end                 
                ready: begin              
                    clk_cnt = clk_cnt + 1'b1;                  
                    if (clk_cnt >= 144) 
                        state = idle;                 
                    end     
                endcase
        end
    end
endmodule
module transmitter(
    input send,
    input clk_in,
    input clk_en,
    input reset,
    input [7:0] send_data,
    output reg busy_o,  
    output reg tx_data);
    parameter idle = 0, start = 1, sending = 2, done = 3;
    reg [1:0] state = 2'b0;
    reg [7:0] send_cnt;
    reg [7:0] data;
    always @(state) begin
        case (state)
            idle:
                busy_o <= 1'b0;
            start:
                busy_o <= 1'b1;
            sending:
                busy_o <= 1'b1;
            done:
                busy_o <= 1'b1;
            default:
                busy_o <= 1'b0;    
        endcase
    end
    always @(posedge clk_in or posedge reset) begin
        if (reset)
            state = idle;
        else if (send == 1 & state == idle) begin
            send_cnt = 8'b0;
            state = start;
        end
        else
            if (clk_en) begin
                case (state)
                    idle: begin
                        tx_data = 1;
                        send_cnt = 8'b0;           
                    end                           
                    start: begin                  
                        tx_data = 0;
                        send_cnt = send_cnt + 1'b1;
                        data = send_data;                   
                        if(send_cnt >= 16)
                            state = sending;                  
                    end                
                    sending: begin                  
                        tx_data <= data[0];
                        send_cnt = send_cnt + 1'b1;                                      
                        if(send_cnt >= 143) 
                            state = done;
                        else if(send_cnt % 16 == 0)            
                            data = data >> 1;                          
                    end                 
                done: begin                    
                    tx_data = 1;
                    send_cnt = send_cnt + 1'b1;                   
                    if(send_cnt >= 170) 
                        state = idle;                       
                    end
                endcase
            end 
    end
endmodule
==> Slide: Implementation Results <==
Implementation Results

Timing
  • Slew @ Worst Pin: 0.695 ns
  • RSZ-0062 raised after global routing: false
  • Setup_tns: 0 ns
  • Clock Skews: 0.00604 ns
  • Hold_ws: 0.456 ns
  • Relative slew slack: 53.5%
  • Final Max Slew Viols: 0
  • Endpoints failing hold: 0
  • Fin crit period: 2.62 ns
  • Crit share post-route: 67.2%
  • Count of final setup violators: 0
  • Fmax: 381 MHz

Yosys
  • Unique cell types: 50
  • Yosys Instances: roughly 230
  • Post-synthesis average cell area: between 10 and 15 µm²
  • Synth Seq Share: 49.0%
  • Primary FF master, synth: edfxtp_1
  • Cell area leaders: edfxtp_1 (45%), ha_1 (9.6%), dfrtp_1 (4.1%), mux2_2 (3.2%), xnor2_1 (2.8%)
  • Mapped cell area: 2470 µm²
  • Flops & latches, synth: 41
  • Synth top area share: between 40% and 50%
  • Post-synth EDFFs: 37
  • Warnings from Yosys: 2
  • Leading area contributor after synthesis: edfxtp_1
  • YS chip area: 2470 µm²
  • FFs w/ async S/R, synth: 9.76%
  • Top post-synthesis cells by count: edfxtp_1 (37), ha_1 (19), nor2_1 (18)
  • Count leader, synth: edfxtp_1
  • Synth Instances: 225

Final layout
  • Area growth from synthesis to layout: 16.5%
  • Fraction of layout cells with a size suffix above 1: 10.8%
  • Fin util: 36.7%
  • Layout fillers: 796

Worst setup path
  • CP required: around 3.9 ns
  • Worst Path Arrival: between 2 and 3 ns
  • CP endpoint kind: flop
  • CP Max Fanout: 9
  • Nature of the critical path startpoint: flop
  • Crit path kind: reg -> reg

Power
  • Sequential Power Share: between 40% and 50%
  • Net Sw Frac: 35.3%
  • Switch Pwr: ~560 µW
  • PwrDens: roughly 550 nW/µm²
  • Peak VDD IR: 0.000237 V
  • Int Pwr: 1.03 mW
  • Combinational share of power: 37.5%
  • Clk pwr share: 17.4%
  • Leak: around 1.1 nW

Worst hold path
  • HP Class: reg -> reg

Outcome
  • Status: finished, final reports clean

Die
  • Core Rows: 32
  • Core area: between 7000 and 8000 µm²
  • Height of the die: roughly 93 µm
  • Floorplan core density: 31.5%
  • Die width: 92.8 µm
  • Die area: about 8600 µm²
  • Io pins: 24

Clock tree
  • TritonCTS clock tree: done
  • Clk root buf: clkbuf_8
  • CTS clk-pin slew, worst paths: approximately 0.08 ns
  • Clk ins delay skew pair: 0.29 ns
  • Post_cts resized: 0
  • Clock Tree Buf Depth: 2
  • Setup Fix Bufs, Post-CTS: 0
  • Clock Sinks: 41
  • CTS Buf Count: 5
  • H-tree depth: 2
  • CTS Hold Bufs: 0

GRT
  • Vias in the first global route: between 1500 and 2000
  • First-pass GRT wire length: 7340 µm
  • M2 GR Usage: 16.4%
  • Initial antenna violation count: 0
  • Met1 Use GR: 17.1%
  • Largest net degree at the start of global routing: 14
  • GR peak layer: met1
  • GRT Residual Overflow: 0
  • GR Layer Usage met3: 2.42%
  • Gr usage total: approximately 11%

Drt
  • DRC Markers: 0
  • Vias: around 1600
  • Wire per inst: 11.6 µm
  • DRT iter0 DRCs: 61
  • DRT Pass-1 Iters: 4
  • Post-route ant nets: 0
  • DRT Wirelength: around 4100 µm
  • Via/cell ratio: 4.69
  • ANT cells: 0

Placed design
  • Detailed placement HPWL: 2900 µm
  • Final GP Congestion: between 0.8 and 0.9
  • Buffers on Ports: 23

Flow run
  • OpenROAD warnings: 39
  • Max-cap viol count: 0
==> state kept, by name, summed over array words and instances (netlist names) <==
register and count:
rec1.init_cnt 4, tran1.send_cnt 8, rec1.clk_cnt 8, rec1.data 8, tran1.data 8, rec1.state 2, tran1.state 2, tran1.tx_data 1
==> power groups by stage <==
stage	registers [mW]	logic [mW]	clock network (mW)
CTS	0.717	0.605	0.292
finish	0.717	0.598	0.277
global route	0.735	0.689	0.310
==> worst max-delay path, stage by stage, from the launching register on <==
cell and delay (ns):
edfxtp_1 0.51, ha_1 0.33, and2_2 0.27, and2_0 0.24, nand2_1 0.11, o22ai_1 0.09
a21o_1 0.20, o21ai_0 0.15, and3_1 0.40
==> cell type report <==
cell class | count | area [µm²] | share of cell area, %
repair buffers | 25 | 245 | 8.52
clock inverters | 3 | 17.5 | 0.609
clock buffers | 5 | 68.8 | 2.39
flip-flops and latches | 41 | 1210 | 42.1
inverters | 17 | 63.8 | 2.22
multi-input cells | 158 | 1140 | 39.7
well taps | 102 | 128 | 4.43
==> logic make-up after synthesis <==
| family | count (synthesis) | share of synthesized area, % |
|---|---|---|
| adder cells (fa/ha/maj) | 19 | 9.62 |
| AND-OR/OR-AND | 38 | 10.7 |
| flip-flops | 41 | 49.0 |
| multiplexers | 11 | 5.01 |
| XOR/XNOR | 15 | 5.32 |
| AND/OR/NAND/NOR | 75 | 15.6 |
| buffers and inverters | 26 | 4.71 |
==> routing by layer <==
metal,wire [µm],vias up
met4,5,0
met5,0,-
met3,171,3
met1,2060,767
met2,1840,32
li1,-,845
==> cells in the final DEF (no fill, tap or decap), drive strengths merged, types with 4 or more instances in the layout <==
cell type,instances
dfrtp,4
and3,6
nand2b,4
xnor2,8
ha,19
nor2,19
nand2,16
edfxtp,37
clkbuf,5
inv,17
and2,5
clkdlybuf4s50,23
xor2,7
o21ai,10
a21oi,8
nor3,4
a31oi,4
nand3,7
mux2,8
==> worst paths after layout <==
check | from | end | slack, ns | depth (start not counted)
max in group asynchronous | reset | tran1.state[1]$_DFFE_PP0P_ | 3.00 | 2
worst max register to register | tran1.send_cnt[0]$_SDFFCE_PP0P_ | tran1.data[7]$_SDFFCE_PP0P_ | 1.28 | 8
worst max-delay path | tran1.send_cnt[0]$_SDFFCE_PP0P_ | tran1.data[7]$_SDFFCE_PP0P_ | 1.28 | 8
min in group asynchronous | reset | rec1.state[0]$_DFFE_PP0P_ | 0.73 | 2
worst min register to register | rec1.data[4]$_DFFE_PP_ | rec1.data[3]$_DFFE_PP_ | 0.46 | 0
worst min-delay path | rec1.data[4]$_DFFE_PP_ | rec1.data[3]$_DFFE_PP_ | 0.46 | 0
==> metrics by stage <==
stage	cell area, µm²	instances	total power [mW]	worst slack, ns
final	2880	351	1.59	1.28
after global routing	2880	351	1.73	1.06
after CTS	2880	351	1.61	1.26
after detailed placement	2790	343	1.33	1.28
after global placement	2790	343	1.33	1.36
after floorplan	2470	225	1.16	1.12
Power is estimated from default activity; no workload was simulated.
